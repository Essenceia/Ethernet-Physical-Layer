### flow/design.v
module pcs_loopback#(
	parameter IS_10G = 1,
	parameter DATA_W = 64,
	parameter LANE_N = 1,
	parameter LANE0_CNT_N = 1,
	localparam KEEP_W = DATA_W/8
)(
	input clk,
	input [LANE_N-1:0] rx_clk,
	input [LANE_N-1:0] tx_clk,
	input              rx_nreset,
	output logic       tx_nreset,
	input [LANE_N-1:0]             pcs_rx_ctrl_i,
	input [LANE_N-1:0]             pcs_rx_idle_i,
	input [LANE_N-1:0]             pcs_rx_term_i,
	input [LANE_N-1:0]             pcs_rx_err_i,
	input [LANE_N*LANE0_CNT_N-1:0] pcs_rx_start_i,
	input [LANE_N*DATA_W-1:0]      pcs_rx_data_i,
	input [LANE_N*KEEP_W-1:0]      pcs_rx_keep_i,
	output logic [LANE_N-1:0]             pcs_tx_ctrl_o,
	output logic [LANE_N-1:0]             pcs_tx_idle_o,
	output logic [LANE_N-1:0]             pcs_tx_term_o,
	output logic [LANE_N-1:0]             pcs_tx_err_o,
	output logic [LANE_N*LANE0_CNT_N-1:0] pcs_tx_start_o,
	output logic [LANE_N*DATA_W-1:0]      pcs_tx_data_o,
	output logic [LANE_N*KEEP_W-1:0]      pcs_tx_keep_o
);
generate
if (IS_10G) begin : gen_is_10g
reg pcs_rx_nreset_q;
reg pcs_tx_nreset_next;
always @(posedge rx_clk) begin
	pcs_rx_nreset_q <= rx_nreset;
end 
always @(posedge tx_clk) begin
	pcs_tx_nreset_next <= pcs_rx_nreset_q; 	
	tx_nreset          <= pcs_tx_nreset_next; 	
end
reg [LANE_N-1:0]             pcs_rx_ctrl_q;
reg [LANE_N-1:0]             pcs_rx_idle_q;
reg [LANE_N-1:0]             pcs_rx_term_q;
reg [LANE_N-1:0]             pcs_rx_err_q;
reg [LANE_N*LANE0_CNT_N-1:0] pcs_rx_start_q;
reg [LANE_N*DATA_W-1:0]      pcs_rx_data_q;
reg [LANE_N*KEEP_W-1:0]      pcs_rx_keep_q;
always @(posedge rx_clk) begin
	pcs_rx_ctrl_q  <= pcs_rx_ctrl_i;
	pcs_rx_idle_q  <= pcs_rx_idle_i;
	pcs_rx_term_q  <= pcs_rx_term_i;
	pcs_rx_err_q   <= pcs_rx_err_i;	
	pcs_rx_start_q <= pcs_rx_start_i;
	pcs_rx_data_q  <= pcs_rx_data_i;
	pcs_rx_keep_q  <= pcs_rx_keep_i;
end
always @(posedge tx_clk) begin
	pcs_tx_ctrl_o  <= pcs_rx_ctrl_q;
	pcs_tx_idle_o  <= pcs_rx_idle_q;
	pcs_tx_term_o  <= pcs_rx_term_q;
	pcs_tx_err_o   <= pcs_rx_err_q;	
	pcs_tx_start_o <= pcs_rx_start_q;
	pcs_tx_data_o  <= pcs_rx_data_q;
	pcs_tx_keep_o  <= pcs_rx_keep_q;
end
end else begin : gen_not_10g
always @(posedge clk) begin
	tx_nreset      <= rx_nreset;
	pcs_tx_ctrl_o  <= pcs_rx_ctrl_i;
	pcs_tx_idle_o  <= pcs_rx_idle_i;
	pcs_tx_term_o  <= pcs_rx_term_i;
	pcs_tx_err_o   <= pcs_rx_err_i;	
	pcs_tx_start_o <= pcs_rx_start_i;
	pcs_tx_data_o  <= pcs_rx_data_i;
	pcs_tx_keep_o  <= pcs_rx_keep_i;
end
end  
endgenerate
endmodule
### flow/run.sh
#!/bin/bash
# OpenROAD 26Q1-2900-gdf79404cd8, Yosys 0.63+post, stock flow scripts
make -C /OpenROAD-flow-scripts/flow DESIGN_CONFIG=/design/flow/config.mk WORK_HOME=/design/flow/orfs finish
### flow/config.mk
export PLATFORM = sky130hd
export DESIGN_NAME = pcs_loopback
export DESIGN_NICKNAME = pcs_loopback
export VERILOG_FILES = /design/flow/design.v
export SDC_FILE = /design/flow/constraint.sdc
export NUM_CORES = 4
export LEC_CHECK = 1
export CORE_UTILIZATION = 40
### flow/constraint.sdc
current_design pcs_loopback

set clk_period 1.0
set clk_io_pct 0.2

create_clock -name clk0 -period $clk_period [get_ports {rx_clk}]
create_clock -name clk1 -period $clk_period [get_ports {tx_clk}]

set non_clock_inputs [all_inputs -no_clocks]
set_input_delay [expr $clk_period * $clk_io_pct] -clock clk0 $non_clock_inputs
set_output_delay [expr $clk_period * $clk_io_pct] -clock clk0 [all_outputs]
==> summary.txt <==
Implementation status.

- The flow ran to the end, and the final reports show no timing, DRC or antenna violations.
- STA classifies the critical path startpoint as a register.
- The floorplan step set the die width to 90.64 µm.
- The library cell with the largest summed area after synthesis is sky130_fd_sc_hd__dfxtp_1.
- The combinational gate count is 0.
- Counting pins that exceed their max-slew limit in the final report gives 0.
- At the worst endpoint, the arrival time is 0.70 ns.
- Per the detail_route report, routed wire per instance is 12.38 µm.
- In the final report, the number of hold violations comes to 0.
- The final layout contains routed wiring with a total length of 5.471 mm.
- The DRC violation total after the first TritonRoute iteration is 20.
- The share of total power in combinational logic is 3.6%.
- The number of warnings issued by yosys is 1.
- The library cell used most frequently in the layout, excluding fill and tap cells, is sky130_fd_sc_hd__dfxtp_1.
- The total of buffers placed on input and output ports is 156.
- Headroom to the max-slew limit came out at between 90% and 100%.
- Looking at the VDD voltage map, the peak drop is 1083 µV.
- Entering global routing, the biggest net connects 13 pins.
- The clock transition at the register clock pins on the worst setup and hold paths after CTS is around 0.060 ns.
- The cell total in the yosys stat output is 157.
- Yosys attributes the largest share of cell area to sky130_fd_sc_hd__dfxtp_1 100%.
- The aggregate global routing overflow is 0.
- The layout cell share with drive strength beyond 1 is 31.78%.
- In the log, the iteration count for the first detailed-route pass is 3.
- The met1 routing resource usage after global routing is 21.29%.
- The sequential element share of the synthesized area is 100.0%.
- The floorplan step records an initial core utilization of a little over two fifths.
- Hold timing on the final database bottoms out at a slack of 0.3246 ns.
- In the layout the commonest cells are 153 x sky130_fd_sc_hd__dfxtp_1, 78 x sky130_fd_sc_hd__clkdlybuf4s50_1, 77 x sky130_fd_sc_hd__buf_2.
- For this run, global-route usage on met3 was measured as roughly a tenth.
- In this run the most used layer during global routing was met1.
- Synthesis handed over a netlist of 157 instances.
- The largest driver fanout on the critical path is 1.
- According to the floorplan log, the row count is 31.
- The initial antenna violation count is 0.
- From the final report, the count of setup violators was given as 0.
- The number of routed nets with antenna violations is 0.
- The end-of-flow core utilization is 66.31%.
- The routability-driven placement congestion ratio is approximately 0.75.
- The clock tree has to reach roughly 160 sinks.
- Per the run report, area growth between synthesis and finish was 56.29%.
- The post-detailed-route via-to-cell ratio is 3.749.
- The largest single stage delay on the critical path is 0.31 ns.
- The total placed cells including tap cells is 412.
- The clock group share of total power is 40.0%.
- The areal power density over the cells is roughly 2400 nW/µm².
- The type of element capturing the critical path is a primary output.
- In the placement report, post-DP HPWL is listed as 3.670 mm.
- The area of combinational cells with multiple inputs is 0 µm².
- Per the detail_route report, inserted antenna diodes total 0.
- The mapped netlist covers 3143 µm².
- The total leakage power is 2.172 nW.
- The critical path is of the reg -> out type.
- The transition time recorded at the tightest slew-check pin is 0.07372 ns.
- Per the OpenROAD floorplan log, the area of the die is around 8000 µm².
- Switching power as a fraction of the total was reported as 12.72%.
- On the critical path, the stage with the largest delay is an instance of sky130_fd_sc_hd__dfxtp_2.
- The warning total across the stage logs is 149.
- The path type of the worst min-delay path is reg -> reg.
- The number of hold-repair buffers added at the cts stage is 0.
- After routing the design area is 4912 µm².
- The number of top-level pins is 159.
- In this run the mean area of a mapped cell was 20.02 µm².
- The global routing report lists combined usage of all routing layers as 14.95%.
- The number of synthesized register bits is roughly 160.
- The vias after detailed routing is 1657.
- The number of violations of the max-capacitance limit is 0.
- The cell-internal power is 0.01030 W.
- The total of fill cells in the finished design is 544.
- Traced cell by cell, the critical path runs through buf_6.
- According to the floorplan report, the placeable core area is about 7400 µm².
- The sequential power share is 56.4%.
- The clock tree from TritonCTS is yes.
- In this design, the largest share of critical-path delay is due to flip-flops.
- Setup repair after global routing could not meet its margin everywhere.
- The number of buffer and inverter stages on the critical path is 1.
- The met2 global-route usage is 19.32%.
- The first-pass GRT wire length is ~8.9 mm.
- The top cell type by area accounts for 100.0% of the synthesized area.
- The post-route DRC violation count is 0.
- The number of global-route vias before repair was between 1500 and 2000.
- For this run, the chip area from Yosys synthesis comes to around 3100 µm².
- The height of the die is 90.64 µm.
- The total cell area at the placement stage is 4828 µm².
- The post-route clock skew is 0 ns.
- The non-filler instance count after layout is 442.
- The number of unique standard cell types used by synthesis is 1.
- For this design the total switching power over the nets is about 0.0015 W.
- The OpenROAD report gives the critical path a required time of 0.80 ns.
power by group through the flow:
stage / clock (W) / sequential (W) / combinational [W]
finish: 0.00472 / 0.00666 / 0.000424
global route: 0.00599 / 0.00668 / 0.000465
CTS: 0.00565 / 0.00665 / 0.000431
sequential cells by signal (all words and copies together) (netlist names), 8 cells and up:
name / flops
pcs_tx_keep_o: 8
gen_is_10g.pcs_rx_keep_q: 8
gen_is_10g.pcs_rx_data_q: 64
pcs_tx_data_o: 64
metrics by stage:
stage	total power (W)	setup slack, ns	TNS, ns
CTS	0.01273	0.02792	0
detailed placement	0.007379	0.02083	0
finish	0.01181	0.1035	0
global placement	0.007370	0.02411	0
global route	0.01314	-0.003663	-0.006551
floorplan	0.006745	0.5385	0
kinds of logic after synthesis:
| family | Yosys count | synth area share (%) |
|---|---|---|
| flops | 157 | 100.0 |
Yosys cell counts:
cell and count:
sky130_fd_sc_hd__dfxtp_1 157
final cells by class:
type	instances	area (µm²)	area share, %
clock buffers	22	272.8	5.553
clock inverters	8	190.2	3.872
well taps	99	123.9	2.522
repair buffers	156	1177	23.97
flip-flops and latches	157	3148	64.09
timing repair:
| item | CTS | global route |
|---|---|---|
| gates resized | 242 | 3 |
| buffers inserted | 0 | 0 |
| setup endpoints to repair | 78 | 3 |
final timing paths:
check | start | endpoint | slack (ns) | cells after the start
hold reg to reg | gen_is_10g.pcs_rx_data_q[41] | pcs_tx_data_o[41] | 0.32 | 0
setup reg to reg | gen_is_10g.pcs_rx_data_q[61] | pcs_tx_data_o[61] | 0.60 | 0
min in group clk0 | pcs_rx_data_i[39] | gen_is_10g.pcs_rx_data_q[39] | 0.36 | 1
max in group clk1 | gen_is_10g.pcs_rx_data_q[61] | pcs_tx_data_o[61] | 0.60 | 0
hold / removal | gen_is_10g.pcs_rx_data_q[41] | pcs_tx_data_o[41] | 0.32 | 0
setup / recovery | pcs_tx_data_o[5] | pcs_tx_data_o[5] | 0.10 | 1
layer usage:
layer / up-vias / wire, µm
met3: 15 / 891
li1: 837 / -
met2: 116 / 2257
met5: - / 0
met1: 689 / 2189
met4: 0 / 132
Power figures rest on the tool's default switching activity, not on a simulated workload.
