==> design/flow/design.v <==
module xgmii_dec_intf_rx #(
	parameter IS_40G = 1,  
	parameter XGMII_DATA_W = 64,	
	parameter XGMII_CTRL_W = XGMII_DATA_W/8,	
	parameter LANE0_CNT_N  = IS_40G ? 1 : 2,
	parameter DATA_W = 64,
	parameter KEEP_W = DATA_W/8,
	parameter CTRL_W = 8
)(
 	input                    ctrl_v_i,
	input                    idle_v_i,
	input [LANE0_CNT_N-1:0]  start_v_i,
	input                    term_v_i,
	input                    err_v_i,
	input                    ord_v_i,
	input [DATA_W-1:0]       data_i,  
	input [KEEP_W-1:0]       keep_i, 
	output [XGMII_DATA_W-1:0] xgmii_txd_o,
	output [XGMII_CTRL_W-1:0] xgmii_txc_o
);
localparam [CTRL_W-1:0] 
	XGMII_CTRL_IDLE  = 8'h07,	
	XGMII_CTRL_START = 8'hfb,	
	XGMII_CTRL_TERM  = 8'hfd,
	XGMII_CTRL_ERR   = 8'hfe;
logic [XGMII_CTRL_W-1:0] term_onehot;
logic [XGMII_CTRL_W-1:0] term_onehot_lite;
logic                    unused_term_onehot_lite_of; 
assign { unused_term_onehot_lite_of, term_onehot_lite } = keep_i 
                                                        + {{XGMII_CTRL_W-1{1'b0}},1'd1}; 
assign term_onehot = {XGMII_CTRL_W{term_v_i}} & term_onehot_lite;
logic [CTRL_W-1:0] ctrl_code;
assign ctrl_code = {CTRL_W{|start_v_i}} & XGMII_CTRL_START 
				 | {CTRL_W{term_v_i}}   & XGMII_CTRL_TERM  
				 | {CTRL_W{err_v_i}}    & XGMII_CTRL_ERR;
logic [XGMII_CTRL_W-1:0] ctrl_lane_v;
logic [XGMII_CTRL_W-1:0] idle_lane_v;
assign idle_lane_v = {XGMII_CTRL_W{ctrl_v_i}} & ({XGMII_CTRL_W{idle_v_i}} | ( {XGMII_CTRL_W{term_v_i}} & ~keep_i )); 
assign ctrl_lane_v[0] = ctrl_v_i & ( start_v_i[0] | err_v_i | term_onehot[0]);
genvar i;
generate
	for(i=1; i< XGMII_CTRL_W; i++) begin
		if ( !IS_40G && i == 3 ) begin
			assign ctrl_lane_v[i] = ctrl_v_i & (start_v_i[1] | term_onehot[i]);
		end	else begin
			assign ctrl_lane_v[i] = ctrl_v_i & term_onehot[i];
		end	
	end
endgenerate
logic [DATA_W-1:0] data_shift;
assign data_shift = term_v_i & ctrl_v_i ? { {CTRL_W{1'bx}}, data_i[DATA_W-1:CTRL_W] } : data_i;
generate
	for(i=0; i< XGMII_CTRL_W; i++) begin
		assign xgmii_txd_o[i*CTRL_W+CTRL_W-1:i*CTRL_W] = ctrl_lane_v[i] ? ctrl_code
													   : idle_lane_v[i] ? XGMII_CTRL_IDLE	
													   : data_shift[i*CTRL_W+CTRL_W-1:i*CTRL_W];	
	end
endgenerate
assign xgmii_txc_o = ctrl_lane_v | idle_lane_v;  
endmodule
==> design/flow/run.sh <==
#!/bin/bash
# OpenROAD 26Q1-2900-gdf79404cd8, Yosys 0.63+post, stock flow scripts
make -C /OpenROAD-flow-scripts/flow DESIGN_CONFIG=/design/flow/config.mk WORK_HOME=/design/flow/orfs finish
==> design/flow/config.mk <==
export PLATFORM = sky130hd
export DESIGN_NAME = xgmii_dec_intf_rx
export DESIGN_NICKNAME = xgmii_dec_intf_rx
export VERILOG_FILES = /design/flow/design.v
export SDC_FILE = /design/flow/constraint.sdc
export NUM_CORES = 4
export LEC_CHECK = 1
export CORE_AREA = 10 10 104 104
export DIE_AREA = 0 0 114 114
==> design/flow/constraint.sdc <==
current_design xgmii_dec_intf_rx

set clk_period 4.7
set clk_io_pct 0.2

create_clock -name clk0 -period $clk_period

set non_clock_inputs [all_inputs -no_clocks]
set_input_delay [expr $clk_period * $clk_io_pct] -clock clk0 $non_clock_inputs
set_output_delay [expr $clk_period * $clk_io_pct] -clock clk0 [all_outputs]
==> flow_metrics.tcl <==
# collected from the flow reports
set metrics [dict create \
    outcome "complete, no violations" \
    fp_util_pct 16.7 \
    via_per_inst 4.81 \
    relSlewSlack_pct 62.6 \
    drt_iter0_drc 130 \
    wl_met2_um 4200 \
    grt_pass1_wl_um 13600 \
    synth.avg_cell_area_um2 6.00 \
    grt_pass1_vias 2396 \
    firstDrtPassIters 4 \
    cp_slowest_cell "clkdlybuf4s50_1" \
    wirelength_um 8860 \
    period_used_pct 91.0 \
    yosys_area_um2 1450 \
    grtUsageTotal_pct 12.8 \
    irDropWorstVdd_uv 31.6 \
    cts_resized 0 \
    ys_warn_count 0 \
    path_buffers 2 \
    seq_cells 0 \
    synthCells 241 \
    die_w_um 114 \
    slew_viol_final 0 \
    flop_area_um2 0 \
    diodes 0 \
    drc_errors 0 \
    synth_cell_types 46 \
    worstSetupEndpointType "output pin" \
    drt-wirelength-per-cell_um 18.2 \
    holdWs_ns 2.83 \
    warnings 33 \
    dp.final_hpwl_um 7700 \
    worst-path-stages 7 \
    crit_chain "clkdlybuf4s50_1 > ha_1 > and4_4 > nand3_2 > nor2_2 > a221o_1 > clkdlybuf4s50_1" \
    grt_max_degree 26 \
    crit_end "xgmii_txd_o[52]" \
    antenna_found_initial 0 \
    clockBufferCount 0 \
    area_growth_pct 109 \
    num-fill-cells 929 \
    rsz0062_at_grt "no" \
    max_freq_mhz 234 \
    route.met3.wl_um 956 \
    fp.dieH_um 114 \
    syn_area_um2 1450 \
    drive_gt1_share_pct 5.79 \
    power.density_nw_per_um2 98.9 \
    row_count 34 \
    synth_seq_share_pct 0 \
    crit_fanout 8 \
    wl_met1_um 3590 \
    synth.most_common_cell "nand2_1" \
    arrival_ns 3.33 \
    drv_cap 0 \
    yosysTopAreaCell "nand2_1" \
    tightest_slew_ns 0.559 \
    topCellsByArea "nand2_1 (12%), a21oi_1 (8.3%), o21ai_1 (8.3%)" \
    hold_buffers 0 \
    netlist.area_leader.share_pct 12.5 \
    path_delay_family "buffers and inverters" \
    ant_nets 0 \
    worstSetupPathType "in -> out" \
    hold_viol_final 0 \
    pin_count 150 \
    die_area_um2 13000 \
    startpoint "keep_i[0]" \
    cts_setup_buffers 0 \
    grt_overflow 0 \
    synth.top_cells.by_count "nand2_1 (48), a21oi_1 (24), o21ai_1 (24), nor2_1 (13), mux2i_1 (11)" \
    holdPathStages 4 \
    vias 2345 \
    setup_violations 0 \
    layout_min_cycle_time_ns 4.27 \
    core_um2 8680 \
    top_layer "met4" \
    hold_path.class "in -> out" \
    gp_congestion 0.882 \
    start_kind "input port" \
    cp_data_required_time_ns 3.76 \
    crit_top_cell "clkdlybuf4s50_1" \
    fin_tns_setup_ns 0 \
    leakagePower_uw 0.00120 \
    slowest_delay_ns 0.58 \
    port_buffers 149 \
    ys_cells 241 \
]
## worst min-delay path: cells and delay by family
kind | cells | cell delay, ns
buf+inv | 2 | 0.82
simple gates | 1 | 0.06
compound gates | 1 | 0.06
## layer usage
metal	vias up	GRT usage, %
met2	90	21.1
li1	1177	-
met3	8	5.00
met5	-	0
met1	1070	15.9
met4	0	1.59
## how the worst min path moves through the flow
stage / start / end
4_1_cts: data_i[1] / xgmii_txd_o[1]
5_1_grt: data_i[18] / xgmii_txd_o[18]
6_report: data_i[20] / xgmii_txd_o[20]
## power by group
group / leakage, uW / switching (uW) / internal [uW]
registers: 0 / 0 / 0
logic: 0.00120 / 109 / 190
clock network: 0 / 0 / 0
## per-stage QoR
step	util [%]	std cells	instance area, um^2	setup WS (ns)	total power, uW
after floorplan	-	241	1450	1.82	91.5
after global placement	34.8	488	3020	0.457	302
after detailed placement	34.8	488	3020	0.454	302
after CTS	34.8	488	3020	0.441	304
after global routing	34.8	488	3020	0.309	329
final	34.8	488	3020	0.425	299
## logic make-up (layout without fill, tap and decap cells)
logic type / after synthesis / after routing / share of synthesized area (%)
buffers and inverters: 24 / 163 / 9.26
and+or+nand+nor: 107 / 107 / 37.5
adders and majority gates: 1 / 1 / 0.865
AOI/OAI and AO/OA: 94 / 94 / 42.0
xor gates and xnor gates: 3 / 3 / 1.82
muxes: 12 / 12 / 8.56
## layout by cell type (no fill, tap or decap), types with 4 or more instances in the layout
cell,instances
clkdlybuf4s50_1,149
nand2_1,48
a21oi_1,24
o21ai_1,24
nor2_1,13
mux2i_1,11
buf_4,8
nor3_1,7
and3_1,7
nand3_1,6
a21o_1,6
o211ai_1,6
a32oi_1,6
o21ai_0,6
inv_1,6
a221o_1,5
o32ai_1,4
## cell type report
cell class,instances,area [um^2],area share (%)
Tap cell,108,135,4.47
Timing Repair Buffer,157,1550,51.3
Inverter,6,22.5,0.745
Multi-Input combinational cell,217,1310,43.4
Power is estimated from default activity; no workload was simulated.
